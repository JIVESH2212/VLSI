$ cat config.mk
export PLATFORM = sky130hd
export DESIGN_NAME = Encoder_method1
export DESIGN_NICKNAME = Encoder_method1
export VERILOG_FILES = /design/flow/design.v
export SDC_FILE = /design/flow/constraint.sdc
export NUM_CORES = 4
export LEC_CHECK = 1
export CORE_AREA = 10 10 70 70
export DIE_AREA = 0 0 80 80
$ cat constraint.sdc
current_design Encoder_method1

set clk_period 2.6
set clk_io_pct 0.2

create_clock -name clk0 -period $clk_period

set non_clock_inputs [all_inputs -no_clocks]
set_input_delay [expr $clk_period * $clk_io_pct] -clock clk0 $non_clock_inputs
set_output_delay [expr $clk_period * $clk_io_pct] -clock clk0 [all_outputs]
$ cat design.v
module Encoder_method1(D,A);
	input [15:0] D;
	output reg [3:0] A;
	always @(D)
	begin
		if(D == 16'b0000_0000_0000_0001)
			A = 4'b0000;
		else if(D == 16'b0000_0000_0000_0010)
			A = 4'b0001;
		else if(D == 16'b0000_0000_0000_0100)
			A = 4'b0010;
		else if(D == 16'b0000_0000_0000_1000)
			A = 4'b0011;
		else if(D == 16'b0000_0000_0001_0000)
			A = 4'b0100;
		else if(D == 16'b0000_0000_0010_0000)
			A = 4'b0101;
		else if(D == 16'b0000_0000_0100_0000)
			A = 4'b0110;
		else if(D == 16'b0000_0000_1000_0000)
			A = 4'b0111;
		else if(D == 16'b0000_0001_0000_0000)
			A = 4'b1000;
		else if(D == 16'b0000_0010_0000_0000)
			A = 4'b1001;
		else if(D == 16'b0000_0100_0000_0000)
			A = 4'b1010;
		else if(D == 16'b0000_1000_0000_0000)
			A = 4'b1011;
		else if(D == 16'b0001_0000_0000_0000)
			A = 4'b1100;
		else if(D == 16'b0010_0000_0000_0000)
			A = 4'b1101;
		else if(D == 16'b0100_0000_0000_0000)
			A = 4'b1110;
		else if(D == 16'b1000_0000_0000_0000)
			A = 4'b1111;
		else  
			A = 4'bxxxx;		
	end 
endmodule
module Encoder_method2(f,A);
	input [15:0] f;
	output reg [3:0] A;
	always @(f)
	begin
		case(f)
		16'b0000_0000_0000_0001: 	
			A = 4'b0000;
		16'b0000_0000_0000_0010: 
			A = 4'b0001;
		16'b0000_0000_0000_0100:
			A = 4'b0010;
		16'b0000_0000_0000_1000:
			A = 4'b0011;
		16'b0000_0000_0001_0000:
			A = 4'b0100;
		16'b0000_0000_0010_0000:
			A = 4'b0101;
		16'b0000_0000_0100_0000:
			A = 4'b0110;
		16'b0000_0000_1000_0000:
			A = 4'b0111;
		16'b0000_0001_0000_0000:
			A = 4'b1000;
		16'b0000_0010_0000_0000:
			A = 4'b1001;
		16'b0000_0100_0000_0000:
			A = 4'b1010;
		16'b0000_1000_0000_0000:
			A = 4'b1011;
		16'b0001_0000_0000_0000:
			A = 4'b1100;
		16'b0010_0000_0000_0000:
			A = 4'b1101;
		16'b0100_0000_0000_0000:
			A = 4'b1110;
		16'b1000_0000_0000_0000:
			A = 4'b1111;
		default:
			A = 4'bxxxx;
		endcase
	end 
endmodule
$ cat run.sh
#!/bin/bash
# OpenROAD 26Q1-2900-gdf79404cd8, Yosys 0.63+post, stock flow scripts
make -C /OpenROAD-flow-scripts/flow DESIGN_CONFIG=/design/flow/config.mk WORK_HOME=/design/flow/orfs finish
==> results_slide.txt <==
Flow Results at a Glance

Yosys
  • Ranking of synthesized cells by instance count: sky130_fd_sc_hd__o21ai_0 (12), sky130_fd_sc_hd__xor2_1 (5), sky130_fd_sc_hd__nor2_1 (3), sky130_fd_sc_hd__nor3_1 (3)
  • Syn Area/Cell: 6.72 um^2
  • Number of instances in the synthesized netlist: 54
  • Fraction of post-synthesis cell area in the top cell type by area: 16.6%
  • Number of standard cells reported by yosys: 54
  • Biggest area consumer among synthesized cells: sky130_fd_sc_hd__o21ai_0
  • Chip area in the Yosys report: 363 um^2
  • Post-synthesis sequential area ratio: 0%
  • Cell area after technology mapping: 363 um^2
  • Synth unique cells: 26
  • Top cells by area: sky130_fd_sc_hd__o21ai_0 (17%), sky130_fd_sc_hd__xor2_1 (12%), sky130_fd_sc_hd__nor3_2 (5.5%), sky130_fd_sc_hd__a32oi_1 (4.8%), sky130_fd_sc_hd__nor4b_1 (4.8%)
  • Dominant cell by count in the synthesized netlist: sky130_fd_sc_hd__o21ai_0
  • Yosys Warn Count: 1

Detailed routing
  • Number of antenna diodes: 0
  • Detailed-route via count: 582
  • Via density per instance: 4.22
  • Pre-antenna DRT Iters: 4
  • Wire length per cell after detailed routing: 11.0 um
  • Post-route ant nets: 0
  • Number of remaining DRC errors: 0
  • DRT Wirelength: 1.52 mm
  • Violation tally from detailed-route iteration zero: 13

Timing
  • Min Tclk post-route: 2520 ps
  • Worst Hold Margin: 1620 ps
  • Final worst-path setup slack: 81.7 ps
  • Least-Margin Pin Slew: 294 ps
  • Part of the cycle the worst path needs: 96.9%
  • Final number of max-transition violations: 0
  • Achievable frequency: 397 MHz
  • Setup repair after global routing missed its margin: no
  • Final hold viol count: 0
  • Max-slew headroom: 80.4%
  • Setup Viol. Count Final: 0

GRT
  • Largest net degree at the start of global routing: 8
  • Met3 Track Usage GR: 0.795%
  • Gr busiest metal: met2
  • Met2 routing resource usage after global routing: 8.27%
  • Remaining global-route overflow: 0
  • Total GRT Usage: 4.90%
  • Global Route met1 Usage: 6.48%
  • Wire length of the first global-routing pass: 2.70 mm
  • Via count of the first global-routing pass: 605
  • Initial antenna violation count: 0

Critical path
  • Data arrival, critical path: 2000 ps
  • Required arrival time at the worst endpoint: 2080 ps
  • Peak fanout along the critical path: 3
  • Worst Setup End Kind: output port
  • Worst Setup Start Kind: input port
  • Crit Path Category: input port to output port

Final layout
  • Area added between synthesis and finish: 131%
  • Utilization after layout: 24.5%
  • Area of all sequential standard cells: 0 um^2
  • Post-route cell area: 837 um^2
  • Fillers: 388
  • Number of clock buffer instances in the layout: 0
  • Sequential cells: 0
  • Final Non-Filler Cells: 138
  • Layout cell share with drive strength beyond 1: 40.2%

Flow run
  • Tool Warnings: 32
  • Maximum capacitance violations: 0

Die
  • Standard-cell row count: 21
  • Floorplan Core Area: 0.00342 mm^2
  • I/O Pins: 20
  • Area of the die: 0.00640 mm^2
  • DIE HEIGHT: 80 um
  • Horizontal die size: 80 um
  • Initial Utilization: 10.6%

Min path
  • Count of cells along the worst hold path: 6
  • Hold Crit Endpoint: A[1]
  • Min-Delay Startpoint: D[13]
  • Worst Hold Class: input port to output port

Power and ir drop
  • Leakage: 0.345 nW
  • Power density normalized to cell area: 110 mW/mm^2
  • Peak supply drop: 22.4 uV

Placed design
  • HPWL reported at the end of detailed placement: 1.23 mm
  • Pre-CTS setup slack: -343 ps
  • Placed Cells: 134
  • Post-Place Cell Area: 726 um^2
  • Buffers added on ports: 20
  • Routability Congestion: 0.851

Status
  • Status: finished, final reports clean
[worst max-delay path, cell delays in order]
cell,delay [ps]
sky130_fd_sc_hd__dlygate4sd2_1,240
sky130_fd_sc_hd__or4_4,580
sky130_fd_sc_hd__nor3_4,210
sky130_fd_sc_hd__buf_6,130
sky130_fd_sc_hd__a22oi_2,70
sky130_fd_sc_hd__dlygate4sd2_1,240
[worst max path at each step]
stage / from / to / slack (ps) / cells after the start
final: D[14] / A[3] / 80 / 6
after CTS: D[0] / A[1] / 20 / 7
after global routing: D[11] / A[2] / 10 / 7
[cells in the final DEF (no fill, tap or decap)]
| cell type | synthesis | final |
|---|---|---|
| sky130_fd_sc_hd__inv_1 | 1 | 1 |
| sky130_fd_sc_hd__a22oi_2 | 0 | 1 |
| sky130_fd_sc_hd__nand2_1 | 2 | 2 |
| sky130_fd_sc_hd__nor3_1 | 3 | 1 |
| sky130_fd_sc_hd__o21ai_2 | 0 | 1 |
| sky130_fd_sc_hd__or4_4 | 1 | 2 |
| sky130_fd_sc_hd__or2_4 | 1 | 1 |
| sky130_fd_sc_hd__nor2_1 | 3 | 3 |
| sky130_fd_sc_hd__a32oi_1 | 2 | 2 |
| sky130_fd_sc_hd__buf_4 | 0 | 18 |
| sky130_fd_sc_hd__mux2i_1 | 1 | 1 |
| sky130_fd_sc_hd__o211ai_1 | 2 | 2 |
| sky130_fd_sc_hd__buf_2 | 0 | 2 |
| sky130_fd_sc_hd__clkdlybuf4s50_1 | 0 | 2 |
| sky130_fd_sc_hd__o21ai_0 | 12 | 12 |
| sky130_fd_sc_hd__nand3b_1 | 2 | 2 |
| sky130_fd_sc_hd__or3_1 | 2 | 1 |
| sky130_fd_sc_hd__or3_4 | 1 | 2 |
| sky130_fd_sc_hd__xor2_1 | 5 | 5 |
| sky130_fd_sc_hd__a211oi_2 | 0 | 1 |
| sky130_fd_sc_hd__dlymetal6s2s_1 | 0 | 4 |
| sky130_fd_sc_hd__nand2b_1 | 1 | 1 |
| sky130_fd_sc_hd__nor4b_2 | 0 | 2 |
| sky130_fd_sc_hd__nor4_1 | 2 | 2 |
| sky130_fd_sc_hd__nor3_4 | 0 | 4 |
| sky130_fd_sc_hd__dlygate4sd2_1 | 0 | 12 |
| sky130_fd_sc_hd__a2111oi_4 | 0 | 1 |
| sky130_fd_sc_hd__buf_6 | 1 | 2 |
| sky130_fd_sc_hd__o22ai_1 | 2 | 2 |
[report_power, final]
part	switching, mW	leakage [nW]	internal, mW
combinational	0.0438	0.345	0.0480
sequential	0	0	0
clock	0	0	0
total	0.0438	0.345	0.0480
[cell type report]
cell class                 instances  area [um^2]  share of cell area (%)
multi-input combinational         51          433                    51.7
timing repair buffer              40          343                    41.0
tap                               46         57.6                    6.88
inverter                           1         3.75                   0.448
[stage by stage]
stage	TNS (ps)	power, mW
finish	0	0.0918
CTS	0	0.0877
global route	0	0.101
detailed placement	-1290	0.0854
floorplan	0	0.0287
global placement	-1300	0.0843
[repair_timing]
action | in CTS | in global routing
setup endpoints to repair | 4 | 3
gates resized | 29 | 11
hold buffers | 0 | 0
setup buffers | 3 | 1
pin swaps | 9 | 8
hold endpoints to repair | 0 | 0
[cells by family (layout without fill, tap and decap cells)]
logic type / Yosys count / count (layout) / synth area share, %
XOR/XNOR: 5 / 5 / 12.1
AND-OR/OR-AND: 22 / 22 / 36.9
multiplexers: 1 / 1 / 2.76
AND/OR/NAND/NOR: 23 / 23 / 43.1
buffers and inverters: 3 / 41 / 5.17
[metal layers]
layer | vias to the layer above | routed length [um]
met5 | - | 0
met1 | 275 | 687
met2 | 10 | 750
met3 | 2 | 62
li1 | 295 | -
met4 | 0 | 21
Power figures rest on the tool's default switching activity, not on a simulated workload.
