<file path="/design/flow/design.v">
module dec_1to2(A,E,D);
	input A,E;
	output wire [1:0] D;
	assign D[0] = ~A&E;
	assign D[1] = A&E;
endmodule
module dec_2to4(A,E,D);
	input [1:0] A;
	input E;
	output wire [3:0] D;
	wire temp1, temp2;
	dec_1to2 inst1(A[0],temp1,D[1:0]);
	dec_1to2 inst2(A[0],temp2,D[3:2]);
	assign temp1 = ~A[1]&E;
	assign temp2 = A[1]&E;
endmodule
module dec_3to8(A,E,D);
	input [2:0] A;
	input E;
	output wire [7:0] D;
	wire temp1, temp2;
	dec_2to4 inst1(A[1:0],temp1,D[3:0]);
	dec_2to4 inst2(A[1:0],temp2,D[7:4]);
	assign temp1 = ~A[2]&E;
	assign temp2 = A[2]&E;
endmodule
module dec_4to16(A,E,D);
	input [3:0] A;
	input E;
	output wire [15:0] D;
	wire temp1, temp2;
	dec_3to8 inst1(A[2:0],temp1,D[7:0]);
	dec_3to8 inst2(A[2:0],temp2,D[15:8]);
	assign temp1 = ~A[3]&E;
	assign temp2 = A[3]&E;
endmodule
</file>
<file path="/design/flow/run.sh">
#!/bin/bash
# OpenROAD 26Q1-2900-gdf79404cd8, Yosys 0.63+post, stock flow scripts
make -C /OpenROAD-flow-scripts/flow DESIGN_CONFIG=/design/flow/config.mk WORK_HOME=/design/flow/orfs finish
</file>
<file path="/design/flow/config.mk">
export PLATFORM = sky130hd
export DESIGN_NAME = dec_4to16
export DESIGN_NICKNAME = dec_4to16
export VERILOG_FILES = /design/flow/design.v
export SDC_FILE = /design/flow/constraint.sdc
export NUM_CORES = 4
export LEC_CHECK = 1
export CORE_AREA = 10 10 70 70
export DIE_AREA = 0 0 80 80
</file>
<file path="/design/flow/constraint.sdc">
current_design dec_4to16

set clk_period 1.0
set clk_io_pct 0.2

create_clock -name clk0 -period $clk_period

set non_clock_inputs [all_inputs -no_clocks]
set_input_delay [expr $clk_period * $clk_io_pct] -clock clk0 $non_clock_inputs
set_output_delay [expr $clk_period * $clk_io_pct] -clock clk0 [all_outputs]
</file>
==> out/results.txt <==
Hold Fails Final Rpt: 0
Pre-Repair DR Iteration Count: 2
number of warnings the tools reported: 34
number of global-route vias before repair: 302
total wirelength of the detailed-routed design: 1.09 mm
utilization of the core after routing: 0.162
Slew Viols, Final: 0
initial antenna violation count: 0
fmax: 802 MHz
Max VDD drop: 0.0487 mV
critical-path maximum fanout: 3
biggest cell delay along the critical path: 0.42 ns
Chip Height: 80 um
routed wirelength normalized by instance count: 10.2 um
cell area power density: 276 nW/um^2
# diodes: 0
transition time at the pin with the least slew margin: 0.248 ns
detail-routed via count per cell: 2.89
cells in synth_stat.txt: 23
weighted congestion reported at the end of routability-driven placement: 0.743
most common logic cells in the final layout: sky130_fd_sc_hd__buf_2 (16), sky130_fd_sc_hd__buf_6 (11), sky130_fd_sc_hd__buf_4 (9)
Relative slew margins: 0.834
all-layer global routing usage: 0.0314
clock buffer instance count of the final layout: 0
DRC: 0
classification of the worst-slack hold path: primary input to output pin
static leakage: 0.260 nW
mean cell area of the mapped netlist: 5.22 um^2
failing checks: negative setup slack
max-capacitance violation count: 0
top layer in use: met3
metal3 WL: 126 um
nature of the critical path startpoint: primary input
Die Footprint: 6400 um^2
Synth Seq Share: 0
most common cell after layout, fill and taps aside: sky130_fd_sc_hd__buf_2
starting DRC count in detailed routing: 2
start-to-end type of the worst setup path: primary input to output pin
maximum number of pins on one net before global-route repair: 6
flip-flop and latch area: 0 um^2
fraction of final layout cells with drive strength greater than 1: 0.902
Critical Path RT: 0.80 ns
top-level port count: 21
layout sequential cell count: 0
Critical Path End Type: output pin
Netlist Area Pre-Place: 120 um^2
Synth cell types: 9
Filler cells: 388
arrival time at the worst endpoint: 1.05 ns
Init Core Util: 0.0352
length of routed met2 wiring: 564 um
placeable core region: 3420 um^2
count of hold buffers inserted by post-cts repair: 0
total setup violations reported at the end of the flow: 16
Placement Rows: 21
status: finished with violations
die width: 80 um
number of antenna-violating nets in the routed design: 0
via count: 309
post-synth area from yosys stat: 120 um^2
final total power: 153 uW
number of warnings issued by yosys: 0
HPWL after detailed placement: 800 um
RSZ-0062 raised after global routing: yes
detailed-route wire length on metal 1: 397 um
area added between synthesis and finish: 360%
post-layout period usage of the worst path: 1.25
slowest cell on the critical path: sky130_fd_sc_hd__or3b_4
critical path, cell by cell: buf_8, or3b_4, buf_6, nor3_2, buf_2
final critical-path setup slack: -0.247 ns
global route overflow: 0
count of mapped cells out of synthesis: 23
worst slack, placed: -0.901 ns
clock period minus worst slack: 1.25 ns
wire length of the first global-routing pass: 1.64 mm
Port Buffers: 21
==> critical path: cells and delay by family <==
| kind | cells | cell delay (ns) |
|---|---|---|
| AND/OR/NAND/NOR | 2 | 0.50 |
| buffers and inverters | 3 | 0.34 |
==> routing by layer <==
metal / vias to the layer above / GRT usage
li1: 158 / -
met3: 0 / 0.00909
met2: 12 / 0.0594
met4: 0 / 0
met5: - / 0
met1: 139 / 0.0356
==> area by class of cell <==
| type | instances | area [um^2] | share of cell area |
|---|---|---|---|
| well taps | 46 | 57.6 | 0.104 |
| repair buffers | 38 | 295 | 0.534 |
| multi-input cells | 23 | 200 | 0.362 |
==> cell families after synthesis <==
logic type	Yosys count	share of synthesized area
simple gates	23	1.00
==> Yosys cell counts, drive strengths merged <==
library cell / instances / share of area
nand2: 1 / 0.031
nand3: 1 / 0.042
nand2b: 2 / 0.10
nor2: 12 / 0.40
nand3b: 2 / 0.12
or3b: 1 / 0.094
nor3: 4 / 0.21
==> what timing repair did <==
item | 4_1_cts | 5_1_grt
pin swaps | 16 | 9
setup buffers | 12 | 0
cloned | 0 | 0
endpoints found under the setup margin | 16 | 16
resized | 93 | 8
==> power breakdown <==
part / total, mW / internal [mW] / switching, mW
logic: 0.153 / 0.0891 / 0.0638
registers: 0 / 0 / 0
clock network: 0 / 0 / 0
total: 0.153 / 0.0891 / 0.0638
==> stage by stage <==
stage          instances  area [um^2]  hold slack, ns  TNS (ns)
2_1_floorplan         23          120           0.413         0
6_report             107          553           0.775     -2.24
5_1_grt              107          553           0.795     -2.79
3_5_place_dp          95          425            1.47    -13.13
4_1_cts              107          524           0.767     -2.35
3_3_place_gp          95          425            1.47    -12.99
==> path summary, 6_finish.rpt <==
kind                  endpoint  from  cells past startpoint
worst max-delay path      D[0]  A[1]                      5
worst min-delay path      D[2]  A[3]                      4
Power figures rest on the tool's default switching activity, not on a simulated workload.
