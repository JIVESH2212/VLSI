<file path="/design/flow/run.sh">
#!/bin/bash
# OpenROAD 26Q1-2900-gdf79404cd8, Yosys 0.63+post, stock flow scripts
make -C /OpenROAD-flow-scripts/flow DESIGN_CONFIG=/design/flow/config.mk WORK_HOME=/design/flow/orfs finish
</file>
<file path="/design/flow/config.mk">
export PLATFORM = sky130hd
export DESIGN_NAME = Decoder_method1
export DESIGN_NICKNAME = Decoder_method1
export VERILOG_FILES = /design/flow/design.v
export SDC_FILE = /design/flow/constraint.sdc
export NUM_CORES = 4
export LEC_CHECK = 1
export CORE_AREA = 10 10 70 70
export DIE_AREA = 0 0 80 80
</file>
<file path="/design/flow/constraint.sdc">
current_design Decoder_method1

set clk_period 1.0
set clk_io_pct 0.2

create_clock -name clk0 -period $clk_period

set non_clock_inputs [all_inputs -no_clocks]
set_input_delay [expr $clk_period * $clk_io_pct] -clock clk0 $non_clock_inputs
set_output_delay [expr $clk_period * $clk_io_pct] -clock clk0 [all_outputs]
</file>
<file path="/design/flow/design.v">
module Decoder_method1(f,x);
	input [3:0] x;
	output reg [15:0] f;
	always @(*)
	begin
		if(x == 4'b0000)
			f=16'b0000_0000_0000_0001;
		else if(x == 4'b0001)
			f=16'b0000_0000_0000_0010;
		else if(x == 4'b0010)
			f=16'b0000_0000_0000_0100;
		else if(x == 4'b0011)
			f=16'b0000_0000_0000_1000;
		else if(x == 4'b0100)
			f=16'b0000_0000_0001_0000;
		else if(x == 4'b0101)
			f=16'b0000_0000_0010_0000;
		else if(x == 4'b0110)
			f=16'b0000_0000_0100_0000;
		else if(x == 4'b0111)
			f=16'b0000_0000_1000_0000;
		else if(x == 4'b1000)
			f=16'b0000_0001_0000_0000;
		else if(x == 4'b1001)
			f=16'b0000_0010_0000_0000;
		else if(x == 4'b1010)
			f=16'b0000_0100_0000_0000;
		else if(x == 4'b1011)
			f=16'b0000_1000_0000_0000;
		else if(x == 4'b1100)
			f=16'b0001_0000_0000_0000;
		else if(x == 4'b1101)
			f=16'b0010_0000_0000_0000;
		else if(x == 4'b1110)
			f=16'b0100_0000_0000_0000;
		else if(x == 4'b1111)
			f=16'b1000_0000_0000_0000;
		else  
			f=16'b0000_0000_0000_0000;
	end 
endmodule
module Decoder_method2(f,x);
	input [3:0] x;
	output reg [15:0] f;
	always @(*)
	begin
		case(x)
		4'b0000:
			f=16'b0000_0000_0000_0001;
		4'b0001:
			f=16'b0000_0000_0000_0010;
		4'b0010:
			f=16'b0000_0000_0000_0100;
		4'b0011:
			f=16'b0000_0000_0000_1000;
		4'b0100:
			f=16'b0000_0000_0001_0000;
		4'b0101:
			f=16'b0000_0000_0010_0000;
		4'b0110:
			f=16'b0000_0000_0100_0000;
		4'b0111:
			f=16'b0000_0000_1000_0000;
		4'b1000:
			f=16'b0000_0001_0000_0000;
		4'b1001:
			f=16'b0000_0010_0000_0000;
		4'b1010:
			f=16'b0000_0100_0000_0000;
		4'b1011:
			f=16'b0000_1000_0000_0000;
		4'b1100:
			f=16'b0001_0000_0000_0000;
		4'b1101:
			f=16'b0010_0000_0000_0000;
		4'b1110:
			f=16'b0100_0000_0000_0000;
		4'b1111:
			f=16'b1000_0000_0000_0000;
		default:
			f=16'b0000_0000_0000_0000;
		endcase
	end 
endmodule
module Decoder_method3(f,x);
	input [3:0] x;
	output wire [15:0] f;
	assign f[0] = (~x[3])&(~x[2])&(~x[1])&(~x[0]);
	assign f[1] = (~x[3])&(~x[2])&(~x[1])&(x[0]);
	assign f[2] = (~x[3])&(~x[2])&(x[1])&(~x[0]);
	assign f[3] = (~x[3])&(~x[2])&(x[1])&(x[0]);
	assign f[4] = (~x[3])&(x[2])&(~x[1])&(~x[0]);
	assign f[5] = (~x[3])&(x[2])&(~x[1])&(x[0]);
	assign f[6] = (~x[3])&(x[2])&(x[1])&(~x[0]);
	assign f[7] = (~x[3])&(x[2])&(x[1])&(x[0]);
	assign f[8] = (x[3])&(~x[2])&(~x[1])&(~x[0]);
	assign f[9] = (x[3])&(~x[2])&(~x[1])&(x[0]);
	assign f[10] = (x[3])&(~x[2])&(x[1])&(~x[0]);
	assign f[11] = (x[3])&(~x[2])&(x[1])&(x[0]);
	assign f[12] = (x[3])&(x[2])&(~x[1])&(~x[0]);
	assign f[13] = (x[3])&(x[2])&(~x[1])&(x[0]);
	assign f[14] = (x[3])&(x[2])&(x[1])&(~x[0]);
	assign f[15] = (x[3])&(x[2])&(x[1])&(x[0]);
endmodule
module Decoder_method4(f,x);
	input [3:0] x;
	output wire [15:0] f;
		assign f = 16'b0000_0000_0000_0001<<x;
endmodule
</file>
==> flow_results.xml <==
<?xml version="1.0" encoding="UTF-8"?>
<metrics>
  <group name="floorplanning">
    <metric name="initial_core_util" unit="">0.0663</metric>
    <metric name="core.rowCount" unit="">21</metric>
    <metric name="chip_area" unit="mm^2">0.00640</metric>
    <metric name="num_io_pins" unit="">20</metric>
    <metric name="die_width" unit="um">80</metric>
    <metric name="chip_height" unit="um">80</metric>
    <metric name="core" unit="mm^2">0.00342</metric>
  </group>
  <group name="placed_design">
    <metric name="place_hpwl" unit="um">664</metric>
    <metric name="gpl.final_weighted_congestion" unit="">0.676</metric>
    <metric name="numPortBuffers" unit="">20</metric>
  </group>
  <group name="synth">
    <metric name="xor_share" unit="">0</metric>
    <metric name="synth_compound_gate_area_share" unit="">0</metric>
    <metric name="synth_cell_types" unit="">7</metric>
    <metric name="synth_area_per_cell" unit="um^2">11.3</metric>
    <metric name="syn_inst" unit="">20</metric>
    <metric name="ys_sh_adder" unit="">0</metric>
    <metric name="ys_sh_simple" unit="">0.867</metric>
    <metric name="synth-area-yosys" unit="um^2">226</metric>
    <metric name="yosysTopAreaCellShare" unit="">0.265</metric>
    <metric name="synthesis.yosys.warnings" unit="">1</metric>
    <metric name="common_cells" unit="">sky130_fd_sc_hd__and4b_1 (4), sky130_fd_sc_hd__buf_4 (4), sky130_fd_sc_hd__nor4b_2 (4)</metric>
    <metric name="yosys-dominant-comb-family" unit="">simple AND/OR/NAND/NOR gates</metric>
    <metric name="synth_stat.cells" unit="">20</metric>
    <metric name="synth.top_cells.by_area" unit="">sky130_fd_sc_hd__nor4b_2 (27%), sky130_fd_sc_hd__and4b_1 (18%), sky130_fd_sc_hd__and4bb_1 (17%), sky130_fd_sc_hd__and4bb_2 (17%), sky130_fd_sc_hd__buf_4 (13%)</metric>
    <metric name="post-synth-top-area-cell" unit="">sky130_fd_sc_hd__nor4b_2</metric>
    <metric name="muxShareOfSynthArea" unit="">0</metric>
    <metric name="syn_area" unit="um^2">226</metric>
    <metric name="yosys.stat.seqShare" unit="">0</metric>
  </group>
  <group name="min_path">
    <metric name="min-delay-start" unit="">x[2]</metric>
    <metric name="hold_path.class" unit="">input port to output pin</metric>
    <metric name="holdPathStages" unit="">4</metric>
    <metric name="hold-path-endpoint" unit="">f[1]</metric>
  </group>
  <group name="run">
    <metric name="max_cap_viols" unit="">0</metric>
    <metric name="log.warning_count" unit="">34</metric>
  </group>
  <group name="routing">
    <metric name="avgViaCountPerCell" unit="">3.29</metric>
    <metric name="detailroute.via_count" unit="">342</metric>
    <metric name="routed_wirelength" unit="um">1460</metric>
    <metric name="antenna_left" unit="">0</metric>
    <metric name="detail_route.antenna_diodes" unit="">0</metric>
    <metric name="dr.pass1.iters" unit="">2</metric>
    <metric name="first_iter_violations" unit="">3</metric>
    <metric name="drt-wirelength-per-cell" unit="um">14.0</metric>
    <metric name="remaining_drcs" unit="">0</metric>
  </group>
  <group name="final_layout">
    <metric name="ff_latch_area" unit="um^2">0</metric>
    <metric name="final_core_util" unit="">0.222</metric>
    <metric name="drive_gt1_frac" unit="">0.862</metric>
    <metric name="n_clock_buffer" unit="">0</metric>
    <metric name="syn2layout_area_growth" unit="%">235</metric>
    <metric name="sequential_cell_total" unit="">0</metric>
    <metric name="combGateArea" unit="um^2">223</metric>
    <metric name="nFillCells" unit="">359</metric>
  </group>
  <group name="global_routing">
    <metric name="overflow" unit="">0</metric>
    <metric name="first_global_vias" unit="">348</metric>
    <metric name="grt_pass1_wl" unit="um">2030</metric>
    <metric name="antenna_violations_before_repair" unit="">0</metric>
    <metric name="largest_net_degree_at_the_start_of_global_routing" unit="">9</metric>
    <metric name="gr-usage-all-layers" unit="">0.0390</metric>
  </group>
  <group name="setup_path">
    <metric name="timing_worst_setup_path_type" unit="">input port to output pin</metric>
    <metric name="worst_ep_arrival_time" unit="ns">0.94</metric>
    <metric name="worst-path-max-fanout" unit="">4</metric>
    <metric name="critical_path_end_type" unit="">output pin</metric>
    <metric name="worstSetupStartpointType" unit="">input port</metric>
    <metric name="required" unit="ns">0.80</metric>
  </group>
  <group name="timing">
    <metric name="grt_setup_unrepaired" unit="">true</metric>
    <metric name="slew_violations" unit="">0</metric>
    <metric name="final_critical_path_share_of_the_clock_period" unit="">1.14</metric>
    <metric name="setup_viol" unit="">14</metric>
    <metric name="max_slew_margin" unit="">0.853</metric>
    <metric name="fmax" unit="MHz">873</metric>
    <metric name="tightest_pin_transition" unit="ns">0.220</metric>
    <metric name="layout_min_cycle_time" unit="ns">1.14</metric>
    <metric name="setup_slack" unit="ns">-0.145</metric>
    <metric name="finalHoldViolCount" unit="">0</metric>
  </group>
  <group name="pwr">
    <metric name="power-per-cell-area" unit="mW/mm^2">356</metric>
    <metric name="total_power" unit="uW">270</metric>
    <metric name="vdd_ir_drop_max" unit="uV">166</metric>
    <metric name="p_leak" unit="uW">0.000367</metric>
  </group>
  <group name="status">
    <metric name="violated_checks" unit="">setup timing</metric>
    <metric name="run_status" unit="">finished, violations left</metric>
  </group>
  <group name="clock_network">
    <metric name="cts_hold_buf" unit="">0</metric>
  </group>
</metrics>
[worst max-delay path, cell delays in order]
cell	delay, ns
sky130_fd_sc_hd__buf_8	0.11
sky130_fd_sc_hd__buf_12	0.12
sky130_fd_sc_hd__buf_8	0.12
sky130_fd_sc_hd__nor4b_4	0.26
sky130_fd_sc_hd__buf_2	0.14
[metrics by stage]
step / hold WS [ns] / cells / setup slack, ns / area (um^2) / TNS (ns)
3_3_place_gp: 1.50 / 86 / -0.791 / 534 / -11.95
4_1_cts: 0.743 / 99 / -0.136 / 688 / -0.693
6_report: 0.757 / 104 / -0.145 / 758 / -1.29
3_5_place_dp: 1.50 / 86 / -0.792 / 534 / -12.00
2_1_floorplan: 0.535 / 20 / 0.250 / 226 / 0
5_1_grt: 0.772 / 104 / -0.189 / 758 / -1.70
[layout make-up]
class | count | share of cell area
tap | 46 | 0.0759
multi-input combinational | 16 | 0.294
timing repair buffer | 42 | 0.630
[per-layer routing]
metal / part of all wire / wire, um / GRT usage / vias to the layer above
li1: - / - / - / 168
met1: 0.54 / 783 / 0.0646 / 151
met2: 0.34 / 501 / 0.0474 / 21
met3: 0.10 / 153 / 0.0136 / 2
met4: 0.014 / 21 / 0 / 0
met5: 0 / 0 / 0 / -
[report_power, final]
group | switching, uW | internal (uW)
logic | 87.7 | 182
clock network | 0 | 0
registers | 0 | 0
[worst max-delay path by stage]
stage	start	to	slack (ns)	cells after the start
final	x[1]	f[1]	-0.14	5
after global routing	x[1]	f[0]	-0.19	5
after CTS	x[3]	f[0]	-0.14	5
[logic make-up after synthesis]
family / Yosys count
and+or+nand+nor: 16
buffers and inverters: 4
[repair_timing]
action	in CTS	in global routing
setup endpoints to repair	16	14
gates cloned	4	0
gates resized	87	7
buffers inserted	9	5
pin swaps	10	6
[layout by cell type (no fill, tap or decap), drive strengths merged]
cell,Yosys,final
clkbuf,0,1
and4,1,1
and4bb,6,6
buf,4,41
nor4,1,1
nor4b,4,4
and4b,4,4
Power figures rest on the tool's default switching activity, not on a simulated workload.
